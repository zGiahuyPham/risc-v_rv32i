### flow/run.sh
#!/bin/bash
# OpenROAD 26Q1-2900-gdf79404cd8, Yosys 0.63+post, stock flow scripts
make -C /OpenROAD-flow-scripts/flow DESIGN_CONFIG=/design/flow/config.mk WORK_HOME=/design/flow/orfs finish
### flow/config.mk
export PLATFORM = sky130hd
export DESIGN_NAME = ID
export DESIGN_NICKNAME = ID
export VERILOG_FILES = /design/flow/design.v
export SDC_FILE = /design/flow/constraint.sdc
export NUM_CORES = 4
export LEC_CHECK = 1
export CORE_UTILIZATION = 30
### flow/constraint.sdc
current_design ID

set clk_period 10.3
set clk_io_pct 0.2

create_clock -name clk0 -period $clk_period [get_ports {clk}]

set non_clock_inputs [all_inputs -no_clocks]
set_input_delay [expr $clk_period * $clk_io_pct] -clock clk0 $non_clock_inputs
set_output_delay [expr $clk_period * $clk_io_pct] -clock clk0 [all_outputs]
### flow/design.v
module ctrlunit (
  input  logic [31:0] instr,
  input  logic        brlt, breq,
  output logic        pcsel, asel, bsel, brun, regwen, wren,
  output logic [4:0]  immsel,
  output logic [3:0]  op,
  output logic [2:0]  rwsel,
  output logic [1:0]  wbsel
);
  logic [4:0] opcode;
  logic [2:0] funct3;
  logic       funct7, brTrue;
  assign opcode = instr[6:2];
  assign funct3 = instr[14:12];
  assign funct7 = instr[30];
  assign brTrue = (funct3 == 3'b000 & breq) |                          
                  (funct3 == 3'b001 & ~breq) |                         
                  ({funct3[2], funct3[0]} == 2'b10 & brlt) |           
                  ({funct3[2], funct3[0]} == 2'b11 & (breq + ~brlt));  
  logic Rtype, Itype, Stype, Btype, Jtype, JItype, Utype, Ltype;
  assign Rtype  = (opcode == 5'b01100);
  assign Itype  = ({opcode[4:3], opcode[1:0]} == 4'b0000);
  assign Stype  = (opcode == 5'b01000);
  assign Btype  = (opcode == 5'b11000);
  assign Jtype  = (opcode == 5'b11011);                      
  assign Utype  = ({opcode[4], opcode[2:0]} == 4'b0101);     
  assign JItype = (opcode == 5'b11001);                      
  assign Ltype  = ~(|opcode);                                
  assign pcsel  = Jtype | JItype | (Btype & brTrue);
  assign immsel = {Jtype, Utype, Btype, Stype, Itype | JItype};
  assign brun   = funct3[1];
  assign asel   = Btype | Jtype | Utype;
  assign bsel   = ~Rtype;
  assign wren   = Stype;
  assign regwen = ~Btype & ~Stype;
  assign wbsel  = Ltype ? 2'b00 : (Jtype | JItype) ? 2'b10 : 2'b01;
  assign rwsel  = funct3;
  assign op     = (Rtype) ? {funct7, funct3} :
                  ((Itype & ~Ltype) ? ((funct3 == 3'b101) ? {funct7, funct3} : {1'b0, funct3}) :
                  ((opcode == 5'b01101) ? 4'b1001 : 4'b0000));
endmodule
module immgen (
  input  [31:7] instr,
  input  [4:0]	immsel,
  output [31:0] imm
);
  logic [31:11] sign;
  always_comb begin
    if (instr[31]) sign = '1; else sign = '0;
         if (immsel[0])	imm = {sign[31:11], instr[30:20]};                                 
    else if (immsel[1])	imm = {sign[31:11], instr[30:25], instr[11:7]};                    
    else if (immsel[2])	imm = {sign[31:12], instr[7], instr[30:25], instr[11:8], 1'b0};    
    else if (immsel[3])	imm = {instr[31:12], 12'b0};                                       
    else if (immsel[4])	imm = {sign[31:20], instr[19:12], instr[20], instr[30:21], 1'b0};  
    else								imm = '0;
  end
endmodule
module regfile (
  input  logic        clk, rst,
  input  logic [4:0]  addr1, addr2, waddr,
  input  logic [31:0] wdata,
  input  logic        regwen,
  output logic [31:0] reg1, reg2
);
  logic [31:0] rs [31:0];
  initial begin
    for (int i = 0; i < 32; i++) rs[i] = '0;
  end
  always_ff @(posedge clk or negedge rst) begin
    if (~rst) for (int i = 0; i < 32; i++) rs[i] = '0;
    else if (regwen & (|waddr)) rs[waddr] <= wdata;
  end
  always_comb begin
    reg1 = |addr1 ? rs[addr1] : '0;
    reg2 = |addr2 ? rs[addr2] : '0;
  end
endmodule
module ID (
  input  logic        clk, rst,
  input  logic [31:0] instr,
  input  logic [4:0]  waddr,
  input  logic [31:0] wdata,
  input  logic        regwen_i,
  input  logic        brlt, breq,
  output logic        pcsel,
  output logic [31:0] reg1, reg2, imm,
  output logic        asel, bsel, brun, 
  output logic [3:0]  op,
  output logic        regwen_o, wren,
  output logic [1:0]  wbsel,
  output logic [2:0]  rwsel
);
  logic [4:0] immsel;
  regfile reg_file (
    .clk   (clk),
    .rst   (rst),
    .waddr (waddr),
    .addr1 (instr[19:15]),
    .addr2 (instr[24:20]),
    .wdata (wdata),
    .regwen(regwen_i),
    .reg1  (reg1),
    .reg2  (reg2)
  );  
  immgen imm_gen (
    .instr (instr[31:7]),
    .immsel(immsel),
    .imm   (imm)
  );
  ctrlunit control_unit (
    .instr (instr),
    .brlt  (brlt),
    .breq  (breq),
    .immsel(immsel),
    .op    (op),
    .pcsel (pcsel),
    .regwen(regwen_o),
    .brun  (brun),
    .asel  (asel),
    .bsel  (bsel),
    .wren  (wren),
    .wbsel (wbsel),
    .rwsel (rwsel)
  );
endmodule
==> flow_summary.yaml <==
# implementation run metrics
job:
  maxCapViolations: 0
  warnings: 57
cells_and_area:
  area_growth_syn_to_layout_pct: 18.12
  largest-register: "reg_file.rs"
  lay_top_cells: "mux2_2 (1,026), dfrtp_1 (992), a22oi_1 (557), buf_4 (271), and3_1 (218)"
  top_regs: "reg_file.rs x992"
  largest_reg_flops: 992
  design_area_um2: 61200
  layout.cells.most_common: "mux2_2"
  drive_gt1_share_pct: 35.95
  nFillCells: 16710
final_timing:
  tns_ns: 0
  skew_ns: 0
  tightestPinTransition_ns: 1.445
  rsz0062_at_grt: "false"
  fmax_ghz: 0.1148
  min_period_ns: 8.712
  hold_viol: 0
  slew_viol_final: 0
  setup_viol_count_final: 0
  maxSlewHeadroom_pct: 3.164
  fin_crit_sh_pct: 84.59
yosys:
  synth-async-reset-ratio_pct: 100.0
  postSynthCellCount: 4397
  ys_cells: 4397
  ys_seq_share_pct: 47.91
  ys_area_um2: 51810
  syn-mean-instance-area_um2: 11.78
  yosysTopAreaCell: "dfrtp_1"
  ys_types: 79
  area_leaders: "dfrtp_1 (48%), mux2_2 (22%), a22oi_1 (8.1%)"
  yosysTopAreaCellShare_pct: 47.91
  synth_flops: 992
  syn_area_um2: 51810
  edf_count: 0
  yosys_warnings: 9
  yosys_most_used_dff: "dfrtp_1"
die:
  core_area_um2: 171500
  row_count: 152
  fp.dieW_um: 417.6
  dieArea_um2: 174400
  fp_util_pct: 30.20
  die_h_um: 417.6
  boundaryPins: 185
critical_path:
  arrival_ns: 6.65
  slowest_delay_ns: 1.14
  crit_path_start_kind: "input pin"
  cp_top_family: "buffers and inverters"
  cpMostUsedCell: "buf_4"
  path_buffers: 5
  endpoint_kind: "primary output"
  required_ns: 8.24
  crit_chain: "buf_2 > buf_4 > or2b_2 > buf_4 > nor3_2 > buf_4 > a22oi_1 > nand4_1 > or4_1 > clkdlybuf4s50_1"
  path_max_fanout: 34
  crit_type: "in -> out"
  crit_slowest_cell: "nor3_2"
route:
  antenna_left: 0
  vias: 47990
  wire_per_inst_um: 42.43
  drc_errors: 0
  first_iter_violations: 6765
  dr.pass1.iters: 10
  viasPerCell: 6.880
  finalWirelength_um: 296000
cts:
  cts_tree: "built"
  cts_setup_buffers: 0
  cts_resized: 0
  cts_root_buffer: "clkbuf_16"
  insertion_delay_ns: 0.74
  clock-sinks: 992
  htreeDepth: 3
  clk_pin_slew_ns: 0.06
  cts_made_buffers: 108
  holdBufCountCts: 0
  cts_max_path_buffers: 3
placement:
  port_buffers: 182
  hpwl_um: 178300
  place_area_um2: 57160
  gp_congestion: 1.071
power_and_ir_drop:
  powerDensity_nw_per_um2: 188.7
  leakagePower_nw: 26.64
  peakVddDrop_v: 0.0001401
  total_power_mw: 11.55
global_routing:
  antenna_found_initial: 43
  grt_max_degree: 124
  grt_pass1_wl_um: 396300
  track_usage_pct: 34.41
  grt_pass1_vias: 45330
  overflow: 0
min_path:
  hold_class: "reg -> reg"
run_status:
  status: "completed"
[layout make-up]
| class | instances | area (um2) | area share, % |
|---|---|---|---|
| well taps | 2310 | 2890 | 4.723 |
| clock buffers | 150 | 3123 | 5.103 |
| multi-input cells | 2939 | 25470 | 41.62 |
| repair buffers | 455 | 3941 | 6.440 |
| inverters | 10 | 37.54 | 0.06133 |
| flip-flops and latches | 992 | 24820 | 40.56 |
| clock inverters | 55 | 750.7 | 1.227 |
| diodes | 64 | 160.2 | 0.2617 |
[synthesized netlist by cell type (5+ instances only)]
cell       number
mux2_2       1026
dfrtp_1       992
a22oi_1       557
clkbuf_1      271
and3_1        219
nand2_1       120
nand4_1       120
nand3_1       113
buf_2          94
nor2_1         92
mux2i_1        90
a22o_1         72
a2111oi_0      54
buf_1          48
nor3_1         45
or4_1          42
a21oi_1        35
a222oi_1       28
a32oi_1        24
buf_4          24
o21ai_0        21
nor2b_1        20
buf_6          19
or3_1          19
nor3b_1        17
nor4_1         17
nand2b_1       15
a221oi_1       14
o22ai_1        13
a2111oi_2      11
nand3b_1       11
and2_1         10
inv_1          10
nor2_2          9
nor4b_1         8
a211oi_1        6
and4_1          6
and3b_1         5
nand4b_1        5
o211ai_1        5
o2bb2ai_1       5
or2_2           5
or3b_2          5
[per-stage QoR]
stage                     setup WS (ns)  hold WS, ns  utilization, %  std cells
after floorplan                   4.602       0.4851               -       4397
after global placement            2.012       0.5015           33.32       6706
after detailed placement          1.964       0.5035           33.32       6706
after CTS                         1.958       0.5168           35.58       6911
after global routing              1.841       0.5341           35.60       6924
final                             1.588       0.5172           35.68       6975
[cells by family after synthesis]
kind of cell	count (synthesis)	synth area share [%]
multiplexers	1118	24.10
flip-flops	992	47.91
AND/OR/NAND/NOR	936	10.50
AND-OR/OR-AND	883	13.40
buffers and inverters	466	4.052
XOR/XNOR	2	0.03381
[where the power goes]
| part | switching [mW] | total [mW] | internal (mW) | leakage (nW) |
|---|---|---|---|---|
| sequential | 0.694 | 5.35 | 4.65 | 12.7 |
| combinational | 0.964 | 1.90 | 0.940 | 12.1 |
| clock | 1.77 | 4.30 | 2.52 | 1.88 |
| total | 3.43 | 11.5 | 8.12 | 26.6 |
[path summary, 6_finish.rpt]
kind	from	to	slack (ns)	depth (start not counted)
max	instr[24]	reg2[9]	1.59	10
min	reg_file.rs[28][13]	reg_file.rs[28][13]	0.52	1
max reg2reg	reg_file.rs[19][8]	reg_file.rs[19][8]	9.45	1
min reg2reg	reg_file.rs[28][13]	reg_file.rs[28][13]	0.52	1
max in group asynchronous	rst	reg_file.rs[22][13]	6.58	4
min in group asynchronous	rst	reg_file.rs[23][4]	1.36	1
[routing by layer]
metal	vias to the layer above	part of all wire [%]	global-route usage, %	wire length (um)
met1	23970	33	38.74	97140
met4	58	10	25.96	29730
met5	-	0.53	4.335	1561
met3	1779	18	25.19	54170
met2	4896	38	43.62	113400
li1	17290	-	-	-
No activity file was given, so power comes from the tool's default toggle rates.
