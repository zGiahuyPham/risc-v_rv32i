**flow/run.sh**
```bash
#!/bin/bash
# OpenROAD 26Q1-2900-gdf79404cd8, Yosys 0.63+post, stock flow scripts
make -C /OpenROAD-flow-scripts/flow DESIGN_CONFIG=/design/flow/config.mk WORK_HOME=/design/flow/orfs finish
```
**flow/config.mk**
```make
export PLATFORM = sky130hd
export DESIGN_NAME = MEM
export DESIGN_NICKNAME = MEM
export VERILOG_FILES = /design/flow/design.v
export SDC_FILE = /design/flow/constraint.sdc
export NUM_CORES = 4
export LEC_CHECK = 1
export CORE_UTILIZATION = 50
export SYNTH_MEMORY_MAX_BITS = 65536
```
**flow/constraint.sdc**
```tcl
current_design MEM

set clk_period 191.0
set clk_io_pct 0.2

create_clock -name clk0 -period $clk_period [get_ports {clk}]

set non_clock_inputs [all_inputs -no_clocks]
set_input_delay [expr $clk_period * $clk_io_pct] -clock clk0 $non_clock_inputs
set_output_delay [expr $clk_period * $clk_io_pct] -clock clk0 [all_outputs]
```
**flow/design.v**
```verilog
module dmem #(parameter DEPTH = 2048) (
	input  logic                     clk,
	input  logic [$clog2(DEPTH)-1:0] addr,
	input  logic [31:0]              sdata,
	input  logic                     wren,
	output logic [31:0]              ldata
);
	logic [3:0][7:0] mem[DEPTH/4];
	logic [$clog2(DEPTH)-3:0] maddr;
	assign maddr = addr[$clog2(DEPTH)-1:2];
	always @(posedge clk) begin
		if(wren) begin
			mem[maddr][0] <= sdata[7:0];
			mem[maddr][1] <= sdata[15:8];
			mem[maddr][2] <= sdata[23:16];
			mem[maddr][3] <= sdata[31:24];
    end
	end
	always_comb begin
		ldata = mem[maddr];
	end
endmodule
module lsu (
  input  logic        clk,
  input  logic        rst,
  input  logic [11:0] addr,
  input  logic [31:0] sdata,
  input  logic        wren,
  input  logic [31:0] sw, btn,
  input  logic [2:0]  rwsel,
  output logic [31:0] ldata,
  output logic [31:0] hex0, hex1, hex2, hex3, hex4, hex5, hex6, hex7, ledr, ledg, lcd
);
  logic mwren, periphen;
  logic [31:0] idata, odata, newdata, mrdata, periphrdata;
  assign mwren = ~addr[11] & wren;
  assign periphen = (addr[11:8] == 4'b1000) & wren;
  assign idata = (addr[7:0] == 8'h00) ? sw : (addr[7:0] == 8'h10) ? btn : 32'd0;
  always_comb begin
    casez(rwsel)
      3'b000  : newdata = {odata[31:8], sdata[7:0]};     
      3'b001  : newdata = {odata[31:16], sdata[15:0]};   
      3'b010  : newdata = sdata;                         
      default : newdata = 32'dx;
    endcase
  end
  dmem data_memory (
    .clk  (clk),
    .addr (addr[10:0]),
    .sdata(newdata),
    .wren (mwren),
    .ldata(mrdata)
  );
  outperiph output_peripherals (
    .clk  (clk),
    .rst  (rst),
    .addr (addr[7:0]),
    .sdata(newdata),
    .wren (periphen),
    .ldata(periphrdata),
    .hex0 (hex0),
    .hex1 (hex1),
    .hex2 (hex2),
    .hex3 (hex3),
    .hex4 (hex4),
    .hex5 (hex5),
    .hex6 (hex6),
    .hex7 (hex7),
    .ledr (ledr),
    .ledg (ledg),
    .lcd  (lcd)
  );
  assign odata = (~addr[11]) ? mrdata :
                 (addr[10:8] == 3'b000) ? periphrdata :
                 (addr[10:8] == 3'b001) ? idata : 32'd0;
  always_comb begin
    casez(rwsel)
      3'b000 : ldata = {{24{odata[7]}}, odata[7:0]};     
      3'b001 : ldata = {{16{odata[15]}}, odata[15:0]};   
      3'b010 : ldata = odata;                            
      3'b100 : ldata = {24'd0, odata[7:0]};              
      3'b101 : ldata = {16'd0, odata[15:0]};             
      default: ldata = 32'dx;
    endcase
  end
endmodule
module outperiph (
  input  logic        clk,
  input  logic        rst,
  input  logic [7:0]  addr,
  input  logic [31:0] sdata,
  input  logic        wren,
  output logic [31:0] ldata,
  output logic [31:0] hex0, hex1, hex2, hex3, hex4, hex5, hex6, hex7, ledr, ledg, lcd
);
  always_ff @(posedge clk or negedge rst) begin
    if (~rst) begin
      hex0 <= 32'b0;
      hex1 <= 32'b0;
      hex2 <= 32'b0;
      hex3 <= 32'b0;
      hex4 <= 32'b0;
      hex5 <= 32'b0;
      hex6 <= 32'b0;
      hex7 <= 32'b0;
      ledr <= 32'b0;
      ledg <= 32'b0;
      lcd  <= 32'b0;
    end else if (wren) begin
      case (addr)
        8'h00: hex0 <= sdata;
        8'h10: hex1 <= sdata;
        8'h20: hex2 <= sdata;
        8'h30: hex3 <= sdata;
        8'h40: hex4 <= sdata;
        8'h50: hex5 <= sdata;
        8'h60: hex6 <= sdata;
        8'h70: hex7 <= sdata;
        8'h80: ledr <= sdata;
        8'h90: ledg <= sdata;
        8'hA0: lcd  <= sdata;
        default: begin
          hex0 <= hex0;
          hex1 <= hex1;
          hex2 <= hex2;
          hex3 <= hex3;
          hex4 <= hex4;
          hex5 <= hex5;
          hex6 <= hex6;
          hex7 <= hex7;
          ledr <= ledr;
          ledg <= ledg;
          lcd  <= lcd;
        end
      endcase
    end
  end
  always_comb begin
    case (addr)
      8'h00: ldata = hex0;
      8'h10: ldata = hex1;
      8'h20: ldata = hex2;
      8'h30: ldata = hex3;
      8'h40: ldata = hex4;
      8'h50: ldata = hex5;
      8'h60: ldata = hex6;
      8'h70: ldata = hex7;
      8'h80: ldata = ledr;
      8'h90: ldata = ledg;
      8'hA0: ldata = lcd;
      default: ldata = 32'd0;
    endcase
  end
endmodule
module MEM (
  input         clk, rst,
  input  [31:0] addr,
  input  [31:0] sdata,
  input         wren,
  input  [31:0] sw, btn,
  input  [2:0]  rwsel,
  output [31:0] ldata,
  output [31:0] hex0, hex1, hex2, hex3, hex4, hex5, hex6, hex7, ledr, ledg, lcd
);
  lsu lsu (
    .clk  (clk),
    .rst  (rst),
    .addr (addr[11:0]),
    .sdata(sdata),
    .wren (wren),
    .sw   (sw),
    .btn  (btn),
    .rwsel(rwsel),
    .ldata(ldata),
    .hex0 (hex0),
    .hex1 (hex1),
    .hex2 (hex2),
    .hex3 (hex3),
    .hex4 (hex4),
    .hex5 (hex5),
    .hex6 (hex6),
    .hex7 (hex7),
    .ledr (ledr),
    .ledg (ledg),
    .lcd  (lcd)
);
endmodule
```
==> impl_report.txt <==
PHYSICAL IMPLEMENTATION REPORT
----------------------------------------------------
[Run status]
  Outcome ........................ complete, but fails checks
  Failing checks ........................ capacitance limit

[Routing]
  Total via count after detailed routing ........................ 316000
  M1 wire length ........................ 533 mm
  DRT iter0 DRCs ........................ 25000
  Remaining routing DRC violations ........................ 0
  Routed wirelength normalized by instance count ........................ 43.3 microns
  Routed length on met3 ........................ 497 mm
  Detail Route Antenna Nets ........................ 0
  Drt via density ........................ 6.45
  Top Layer Used ........................ met5
  Post-detailed-routing wire length ........................ 2120 mm
  Routed wl met2 ........................ 925 mm
  Length of the first detailed-routing pass in iterations ........................ 9

[Layout]
  Area added between synthesis and finish ........................ 14.4%
  Post-layout util ........................ 57.5%
  Total of fill cells in the finished design ........................ 90100
  Proportion of layout cells with a drive suffix above 1 ........................ 31.2%

[Global routing]
  Largest net degree at the start of global routing ........................ 130
  Global-route wire length before repair ........................ 2870 mm
  Leftover overflow at the end of global routing ........................ 0
  Initial antenna violation count ........................ 231
  Number of global-route vias before repair ........................ 344000
  Global-route total usage across every layer ........................ 37.8%

[Clock network]
  Clock-pin slew of the registers on the worst-case setup and hold paths ........................ 0.06 ns
  Clock tree from TritonCTS ........................ yes
  CTS Hold Buffers Added ........................ 0
  Number of gates resized after CTS ........................ 0
  CTS buffer count ........................ 1753
  Clk root buf ........................ clkbuf_16
  Setup Fix Bufs, Post-CTS ........................ 0
  Number of H-tree branching levels ........................ 7
  Clock sink count ........................ 16700
  Number of buffers on the longest clock path ........................ 6
  Late-Pin Clk Latency ........................ 1.40 ns

[Place]
  Final Wtd Congestion ........................ 0.963
  Buffers added on ports ........................ 497
  Detailed placement HPWL ........................ 1320 mm
  Setup slack after placement ........................ 104.63 ns

[Yosys]
  Async set-or-reset flop fraction in the synthesized netlist ........................ 2.10%
  Cell count in the Yosys report ........................ 27600
  Post-synthesis cell area ........................ 642000 sq um
  Post-Synthesis Mean Instance Area ........................ 23.2 sq um
  Most instantiated flip-flop cell in the synthesis netlist ........................ edfxtp_1
  Leading cell types by count after synthesis ........................ edfxtp_1 (16400), mux4_2 (4676), nand2_1 (1052)
  Number of warnings issued by yosys ........................ 3
  Most frequent cell after synthesis ........................ edfxtp_1
  Biggest area consumer among synthesized cells ........................ edfxtp_1
  Largest family of logic cells by area ........................ multiplexers
  Number of flops mapped to enable cells by yosys ........................ 16400
  Count of state elements after synthesis ........................ 16700
  Share of synthesized area occupied by flip-flops and latches ........................ 78.0%
  Area share of the leading cell type in the synthesized netlist ........................ 76.7%
  AO/OA Area Share ........................ 1.76%
  Distinct cell type count of the synthesized netlist ........................ 75
  Leading post-synthesis cells by cell area ........................ edfxtp_1 (77%), mux4_2 (16%), dfrtp_1 (1.4%)
  Fraction of the mapped netlist area in adder cells ........................ 0%
  Yosys stat chip area ........................ 642000 sq um
  Syn Inst Count ........................ 27600
  Xor and xnor fraction of the mapped netlist area ........................ 0.00136%
  Basic-gate share of the synthesized area counting and, or, nand and nor cells ........................ 1.43%
  MUX area fraction ........................ 17.5%

[STA]
  Final number of hold-violating endpoints ........................ 0
  Achievable Freq ........................ 11.6 MHz
  Post-layout minimum cycle time ........................ 86.28 ns
  Pin slew with the least headroom to its limit ........................ 1.49 ns
  Setup TNS ........................ 0 ns
  Worst Slack Setup Final ........................ 104.72 ns
  Total count of max-transition violations in the final report ........................ 0
  Period utilisation layout ........................ 45.2%
  Max-Slew Margin vs Limit ........................ 0.150%
  Final setup fails ........................ 0
  RSZ-0062 raised after global routing ........................ false
  Post-route clock skew ........................ 0.146 ns

[Floorplanning]
  Placement row count ........................ 415
  Number of I/O pins ........................ 518
  Area inside the core boundary ........................ 1280000 sq um
  Full die area ........................ 1290000 sq um
  Die extent in y ........................ 1.13 mm
  Pre-Place Util ........................ 50.2%
  Die outline width ........................ 1.13 mm

[Power and ir drop]
  Power per cell area ........................ 10.7 nW/um^2
  Internal ........................ 6.10 mW
  Part of the total power dissipated in sequential elements ........................ 52.3%
  Switching component of the power ........................ 1.74 mW
  Leakage ........................ 231 nW
  Power share of the clock group ........................ 41.3%
  Combinational fraction of design power ........................ 6.4%
  Fraction of power spent switching nets ........................ 22.2%
  Highest ir drop seen on vdd ........................ 0.00000851 V

[Critical path]
  Required @ worst endpoint ........................ 152.80 ns
  Critical path data arrival time ........................ 48.08 ns
  Sort of element at the start of the critical path ........................ input pin
  Crit Path Class ........................ input pin to primary output
  Endpoint type of the worst setup path ........................ primary output
  Largest fanout on the critical path ........................ 35

[Job]
  Log Warnings ........................ 73
  Max cap viols ........................ 1

[Worst hold path]
  Worst hold path type ........................ flop to flop

----------------------------------------------------
[critical path, cell delays in order]
cell	delay (ns)
buf_16	0.30
buf_4	0.56
buf_4	0.68
buf_4	0.54
buf_4	0.47
buf_4	0.54
buf_4	0.59
buf_4	0.68
buf_4	0.49
buf_4	0.62
mux4_2	0.60
mux4_2	0.53
mux2i_1	0.18
buf_4	0.24
o21ai_0	0.25
o221ai_1	0.51
nand4_1	0.79
a31o_2	0.43
clkdlybuf4s50_1	0.52
[state kept, by name, indices dropped and copies added, names as in the netlist]
name                         flops
lsu.data_memory.mem          16384
lsu.output_peripherals.hex0     32
lsu.output_peripherals.hex1     32
lsu.output_peripherals.hex2     32
lsu.output_peripherals.hex3     32
lsu.output_peripherals.hex4     32
lsu.output_peripherals.hex5     32
lsu.output_peripherals.hex6     32
lsu.output_peripherals.hex7     32
lsu.output_peripherals.lcd      32
lsu.output_peripherals.ledg     32
lsu.output_peripherals.ledr     32
[final cells by class]
type	instances	area, sq um	share of cell area, %
Clock buffer	2170	46100	6.28
Sequential cell	16700	501000	68.2
Antenna cell	436	1090	0.149
Tap cell	17100	21400	2.91
Multi-Input combinational cell	9220	138000	18.7
Timing Repair Buffer	2368	19700	2.68
Inverter	23	210	0.0286
Clock inverter	926	7480	1.02
[metrics by stage]
stage,area [sq um],instances,hold WS (ns),power [mW]
5_1_grt,734000,48800,0.534,8.02
3_5_place_dp,680000,45400,0.496,4.67
3_3_place_gp,680000,45400,0.493,4.66
4_1_cts,733000,48500,0.510,7.86
6_report,734000,49000,0.508,7.84
2_1_floorplan,642000,27600,0.440,4.46
[cell families (layout without fill, tap and decap cells)]
family                    Yosys count  after routing
buffers and inverters            1660           5487
other                               0            436
AOI/OAI and AO/OA                1647           1647
xor gates and xnor gates            1              1
DFF                             16700          16700
muxes                            5337           5337
and+or+nand+nor                  2235           2235
[placed cells by master, fill, tap and decap left out, types with 44 or more instances in the layout]
| cell | netlist | final |
|---|---|---|
| edfxtp_1 | 16400 | 16400 |
| mux4_2 | 4676 | 4676 |
| buf_4 | 292 | 1836 |
| clkbuf_16 | 0 | 1779 |
| nand2_1 | 1052 | 1006 |
| nor2_4 | 0 | 527 |
| mux2i_1 | 510 | 508 |
| clkdlybuf4s50_1 | 0 | 469 |
| diode_2 | 0 | 436 |
| clkinv_1 | 2 | 394 |
| clkbuf_1 | 536 | 377 |
| a21oi_1 | 376 | 366 |
| dfrtp_1 | 352 | 352 |
| clkinv_2 | 0 | 348 |
| nor2_1 | 806 | 273 |
| a22oi_1 | 262 | 261 |
| o21ai_0 | 243 | 233 |
| mux2_2 | 151 | 148 |
| bufinv_16 | 0 | 120 |
| nand3_1 | 112 | 111 |
| a221oi_1 | 98 | 91 |
| a31oi_1 | 84 | 79 |
| o211ai_1 | 74 | 74 |
| o22ai_1 | 66 | 66 |
| a222oi_1 | 57 | 57 |
| nor3_1 | 75 | 50 |
| a22o_1 | 45 | 44 |
| buf_12 | 1 | 44 |
[path summary, 6_finish.rpt]
kind,end,slack (ns),cells past startpoint,start
max,ldata[13],104.72,19,addr[2]
min,lsu.output_peripherals.hex2[5],0.51,2,lsu.output_peripherals.hex2[5]
max reg2reg,lsu.data_memory.mem[456][9],183.01,16,lsu.data_memory.mem[495][9]
min reg2reg,lsu.output_peripherals.hex2[5],0.51,2,lsu.output_peripherals.hex2[5]
max in group asynchronous,lsu.output_peripherals.hex6[26],151.66,4,rst
min in group asynchronous,lsu.output_peripherals.hex3[0],36.78,1,rst
[metal layers]
layer	vias up	GRT usage [%]
met5	-	12.4
met4	313	19.1
met3	4792	37.2
met2	27800	48.4
met1	159000	39.7
li1	124000	-
[power groups by stage]
stage,Clock (mW),Sequential (mW),Combinational (mW)
4_1_cts,3.27,4.10,0.494
5_1_grt,3.40,4.10,0.523
6_report,3.24,4.10,0.504
Power and IR drop assume default switching activity.
