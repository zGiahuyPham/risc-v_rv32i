===== design.v =====
module alu (
  input  logic [31:0] a, b,
  input  logic [3:0]  op,
  output logic [31:0] res
);
  always_comb begin
    logic [31:0] tmp;
    res = '0;
    case (op)
      4'b0000: res = a + b;
      4'b1000: res = a + (~b + 1);
      4'b0010: {res[0], tmp} = {a[31], a} + (~{b[31], b} + 1);
      4'b0011: {res[0], tmp} = {1'b0, a} + (~{1'b0, b} + 1);
      4'b0100: res = a ^ b;
      4'b0110: res = a | b;	
      4'b0111: res = a & b;
      4'b0001: begin
        res = a;
        res = b[0] ? {res[30:0], 1'b0} : res;
        res = b[1] ? {res[29:0], 2'b0} : res;
        res = b[2] ? {res[27:0], 4'b0} : res;
        res = b[3] ? {res[23:0], 8'b0} : res;
        res = b[4] ? {res[15:0], 16'b0} : res;
      end
      4'b0101,
      4'b1101: begin
        res = a;
        if (op[3] && a[31]) tmp = '1;
        else tmp = '0;
        res = b[0] ? {tmp[0:0], res[31:1]} : res;
        res = b[1] ? {tmp[1:0], res[31:2]} : res;
        res = b[2] ? {tmp[3:0], res[31:4]} : res;
        res = b[3] ? {tmp[7:0], res[31:8]} : res;
        res = b[4] ? {tmp[15:0], res[31:16]} : res;
      end
      4'b1001: res = b;
      default: res = '0;
    endcase
  end
endmodule
module brcmp (
  input [31:0] a, b,
  input        brun,
  output       brlt,
  output       breq
);
  logic signed [31:0] tmp;
  assign {brlt, tmp} = brun ? {1'b0, a} + (~{1'b0, b} + 1) : {a[31], a} + (~{b[31], b} + 1);
  assign breq = ~(|tmp);
endmodule
module EX (
  input  logic [31:0] pc_i,
  input  logic [31:0] reg1, reg2, imm,
  input  logic        asel, bsel, brun,
  input  logic [3:0]  op,
  input  logic [1:0]  fwdselA, fwdselB,
  input  logic        pcselA, pcselB,
  input  logic [31:0] pc_mem, pc_wb,     
  input  logic [31:0] res_mem, wdata,
  output logic [31:0] pc_o,              
  output logic [31:0] res,
  output logic [31:0] sdata,
  output logic        breq, brlt
);
  assign pc_o = pc_i + 32'd4;
  logic [31:0] pcA, pcB;
  assign pcA = pcselA ? pc_wb : pc_mem;
  assign pcB = pcselB ? pc_wb : pc_mem;
  logic [31:0] fwdA, fwdB;
  logic [31:0] a, b;
  assign fwdA = (fwdselA == 2'b11) ? pcA : (fwdselA == 2'b10) ? res_mem : (fwdselA == 2'b01) ? wdata : reg1;
  assign fwdB = (fwdselB == 2'b11) ? pcB : (fwdselB == 2'b10) ? res_mem : (fwdselB == 2'b01) ? wdata : reg2;
  assign a = asel ? pc_i : fwdA;
  assign b = bsel ? imm : fwdB;
  alu alu (
    .a  (a),
    .b  (b),
    .op (op),
    .res(res)
  );
  brcmp branch_comp (
    .a   (fwdA),
    .b   (fwdB),
    .brun(brun),
    .brlt(brlt),
    .breq(breq)
  );
  assign sdata = fwdB;
endmodule

===== run.sh =====
#!/bin/bash
# OpenROAD 26Q1-2900-gdf79404cd8, Yosys 0.63+post, stock flow scripts
make -C /OpenROAD-flow-scripts/flow DESIGN_CONFIG=/design/flow/config.mk WORK_HOME=/design/flow/orfs finish

===== config.mk =====
export PLATFORM = sky130hd
export DESIGN_NAME = EX
export DESIGN_NICKNAME = EX
export VERILOG_FILES = /design/flow/design.v
export SDC_FILE = /design/flow/constraint.sdc
export NUM_CORES = 4
export LEC_CHECK = 1
export CORE_UTILIZATION = 40
export SYNTH_HDL_FRONTEND = slang

===== constraint.sdc =====
current_design EX

set clk_period 32.3
set clk_io_pct 0.2

create_clock -name clk0 -period $clk_period

set non_clock_inputs [all_inputs -no_clocks]
set_input_delay [expr $clk_period * $clk_io_pct] -clock clk0 $non_clock_inputs
set_output_delay [expr $clk_period * $clk_io_pct] -clock clk0 [all_outputs]

==> flow_summary.json <==
{
  "status": "completed",
  "drive_gt1_share_pct": 10.1,
  "syn_inst": 1925,
  "period_needed_ps": 19500,
  "timing.critical_path.to_type": "output pin",
  "post-synth-top-area-cell": "mux2i_1",
  "critPathRequiredTime_ps": 25840,
  "path_buffers": 5,
  "pin_count": 367,
  "maxSlewHeadroom_pct": 29.8,
  "timing.hold.ws_ps": 13720,
  "ys_cells": 1925,
  "rsz0062_at_grt": "false",
  "globalRoute.totalOverflow": 0,
  "core-area_sq_um": 34600,
  "synth_cell_types": 84,
  "power.static_leakage_nw": 7.52,
  "crit_chain": "clkdlybuf4s50_1, buf_4, mux2_2, mux4_2, mux2_2, buf_4, inv_2, fa_1, nor2b_1, o21bai_1, a211oi_2, o211ai_1, a211oi_1, o2bb2ai_1, o41ai_1, o311a_1, o21a_1, or4_1, clkdlybuf4s50_1",
  "netlist.area_leader.share_pct": 12.4,
  "track_usage_pct": 40.7,
  "placement_rows": 68,
  "timing.hold.worst.class": "in -> out",
  "initial_antenna_violation_count": 3,
  "buffer_ports.inserted": 367,
  "numSequentialCells": 0,
  "worst-setup-path-type": "in -> out",
  "max_slew_violations": 0,
  "irDropWorstVdd_v": 0.0000187,
  "yosys_area_sq_um": 14100,
  "tool_warnings": 104,
  "power_density_nw_per_um2": 28.5,
  "layout.clock_buffers": 0,
  "netlist_area_sq_um": 14100,
  "area_leaders": "mux2i_1 12%, ha_1 12%, mux4_2 9.1%, mux2_2 7.0%, nor2_1 4.6%",
  "initial_core_util_pct": 40.7,
  "ys_seq_share_pct": 0,
  "layout.cells.most_common_list": "360 x clkdlybuf4s50_1, 173 x mux2i_1, 173 x nor2_1",
  "die_height_um": 190,
  "syn_area_per_cell_sq_um": 7.31,
  "critical-path-slowest-cell": "mux4_2",
  "sequential_cell_area_sq_um": 0,
  "layout_worst_path_cycle_share_pct": 60.4,
  "hold_depth": 2,
  "drc_errors": 0,
  "die_width_um": 190,
  "crit_path_dat_ps": 13040,
  "critical_path.max_stage_delay_ps": 530,
  "setup-violations-final": 0,
  "fmax_ghz": 0.0513,
  "critical_path.max_fanout": 41,
  "hold_buf_cts": 0,
  "crit_path_start_kind": "primary input",
  "dp.final_hpwl_mm": 60.1,
  "detail_route.iter0.violations": 1711,
  "min_from": "pc_i[1]",
  "hold_end": "pc_o[1]",
  "detail_route.vias_per_cell": 6.40,
  "drtPass1Iterations": 5,
  "layout_area_overhead_pct": 27.2,
  "finalSetupTns_ps": 0,
  "cts_setup_buffers": 0,
  "grt_pass1_vias": 16200,
  "post_detailed_route_wirelength_per_cell_um": 27.6,
  "dr_total_vias": 16900,
  "finalHoldViolations": 0,
  "global_route_wire_length_before_repair_mm": 106,
  "largest_net_degree_at_the_start_of_global_routing": 56,
  "gp_congestion": 1.06,
  "ys_warn_count": 0,
  "drtAntennaViolNets": 0,
  "cts-resized-gates": 0,
  "routed_wirelength_mm": 72.8,
  "worstSetupStartpoint": "pcselB",
  "maxCapViolCount": 0,
  "mostFrequentLayoutCell": "clkdlybuf4s50_1",
  "kind_of_cell_adding_the_most_delay_to_the_critical_path": "AND-OR/OR-AND gates",
  "worstMarginPinSlew_ps": 1050,
  "dieArea_sq_um": 36000
}
kinds of logic after synthesis:
kind of cell	Yosys count	share of synthesized area [%]
AND-OR/OR-AND	571	27.5
XOR/XNOR	67	4.17
adder cells (fa/ha/maj)	140	12.6
buffers and inverters	292	8.67
multiplexers	336	30.2
AND/OR/NAND/NOR	519	16.8
through the flow:
| stage | total power [mW] | worst slack (ps) | area (sq um) | cells | utilization (%) |
|---|---|---|---|---|---|
| 2_1_floorplan | 0.311 | 14470 | 14100 | 1925 | - |
| 3_3_place_gp | 0.496 | 12930 | 17900 | 2639 | 51.7 |
| 3_5_place_dp | 0.495 | 12910 | 17900 | 2639 | 51.7 |
| 4_1_cts | 0.498 | 12850 | 17900 | 2639 | 51.7 |
| 5_1_grt | 0.546 | 12450 | 17900 | 2640 | 51.7 |
| 6_report | 0.511 | 12800 | 17900 | 2640 | 51.7 |
area by class of cell:
class	count	area (sq um)
well taps	455	569
fillers	3296	16700
diodes	1	2.50
repair buffers	398	3870
multi-input cells	1633	12900
inverters	153	576
cell usage after synthesis, types with 13 or more instances:
master	instances
nand2_1	162
buf_1	15
a22oi_1	23
ha_1	137
a21o_1	22
a221oi_1	16
o21ai_0	121
nor2b_1	15
inv_1	148
mux4_2	57
a211oi_1	20
mux2i_1	175
clkbuf_1	90
o31ai_1	14
buf_2	15
o21a_1	17
a31oi_1	22
nor4_1	13
o221ai_1	28
nor3_1	22
xor2_1	14
nand3_1	49
nor2_1	173
a21oi_1	114
xnor2_1	53
o22ai_1	13
o211ai_1	48
mux2_2	88
worst max path at each step:
stage,endpoint,slack (ps),cells after the start
after CTS,res[0],12850,19
after global routing,res[0],12450,19
final,res[0],12800,19
metal layers:
metal	wire, um	track usage [%]
met2	31100	60.6
met3	7760	10.7
met1	30600	56.7
met4	3240	15.2
met5	13	0
where the power goes:
group	internal, mW	switching [mW]	total (mW)
clock	0.00000000416	0	0.00000000417
combinational	0.212	0.299	0.511
sequential	0	0	0
Power and IR drop assume default switching activity.
